File: /design/flow/config.mk
export PLATFORM = sky130hd
export DESIGN_NAME = bridge_top
export DESIGN_NICKNAME = bridge_top
export VERILOG_FILES = /design/flow/design.v
export SDC_FILE = /design/flow/constraint.sdc
export NUM_CORES = 4
export LEC_CHECK = 1
export CORE_UTILIZATION = 40
File: /design/flow/constraint.sdc
current_design bridge_top

set clk_period 6.1
set clk_io_pct 0.2

create_clock -name clk0 -period $clk_period [get_ports {hclk}]

set non_clock_inputs [all_inputs -no_clocks]
set_input_delay [expr $clk_period * $clk_io_pct] -clock clk0 $non_clock_inputs
set_output_delay [expr $clk_period * $clk_io_pct] -clock clk0 [all_outputs]
File: /design/flow/design.v
module ahb_slave(input hclk,hresetn,hwrite,hready_in,
                 input [1:0] htrans, 
                 input [31:0] haddr,hwdata,pr_data,
                 output reg hwrite_reg,valid,
                 output reg [31:0] haddr_1,haddr_2,hwdata_1,hwdata_2,
                 output [31:0] hr_data,
                 output reg [2:0] tempselx);
                 reg hwrite_reg_1;
  always@(posedge hclk)
    begin
      if(!hresetn)
         begin
            haddr_1 <= 0;
            haddr_2 <= 0;
            hwdata_1 <= 0;
            hwdata_2 <= 0;
         end
      else
        begin
         haddr_2 <= haddr_1;
         haddr_1 <= haddr;
         hwdata_2 <= hwdata_1;
         hwdata_1 <= hwdata;
        end
    end
  always@(posedge hclk)
    begin
      if(!hresetn)
          begin
           hwrite_reg_1 <= 0;
           hwrite_reg <= 0;
          end
      else
          begin
           hwrite_reg <= hwrite_reg_1;
           hwrite_reg_1 <= hwrite;
          end
    end
  always@(*)
    begin
      valid = 1'b0;
        if(hready_in == 1'b1 && (htrans == 2'b10 || htrans == 2'b11) && (haddr >= 32'h80000000 && haddr < 32'h8c000000))
          begin
            valid = 1'b1;
          end
    end
  always@(*)
   begin
     tempselx = 3'b000;
       if(haddr > 32'h80000000 && haddr < 32'h84000000)
         tempselx = 3'b001;
           if(haddr > 32'h84000000 && haddr < 32'h88000000)
             tempselx = 3'b010;
               if(haddr > 32'h88000000 && haddr < 32'h8c000000)
                 tempselx = 3'b100;
   end
   assign hr_data = pr_data;
endmodule
module apb_controller(input hclk,hresetn,hwrite,hwrite_reg,valid,
                      input [31:0] haddr,hwdata,haddr_1,haddr_2,hwdata_1,hwdata_2,pr_data,hr_data,
                      input [2:0] tempselx,
                      output reg [2:0] p_selx,
                      output reg  p_write,p_enable,hready_out,
                      output reg [31:0] pwdata,paddr);
         parameter ST_IDLE = 3'b000;
         parameter ST_READ = 3'b001;
         parameter ST_WWAIT = 3'b010;
         parameter ST_WRITE = 3'b011;
         parameter ST_WRITEP = 3'b100;
         parameter ST_RENABLE = 3'b101;
         parameter ST_WENABLE = 3'b110;
         parameter ST_WENABLEP = 3'b111;   
         reg [2:0] ps,ns;	
         reg p_write_temp,p_enable_temp,hready_out_temp;	
         reg [2:0] p_sel_temp;
         reg [31:0] pwdata_temp,paddr_temp;			 
         always@(posedge hclk)
           begin
             if(!hresetn)
               ps <= ST_IDLE;
             else
               ps <= ns;
           end
        always@(posedge hclk)
          begin
           ns = ST_IDLE;
            case(ps)
              ST_IDLE : if(valid == 1 && hwrite == 1)
                        ns <= ST_WWAIT;
                        else if(valid == 1 && hwrite ==0)
                        ns <= ST_READ;
                        else 
                        ns <= ST_IDLE;
              ST_READ  : ns <= ST_RENABLE;
              ST_WWAIT : if(valid)
                         ns <= ST_WRITEP;
                         else 
                         ns <= ST_WRITE; 
              ST_WRITE  : if(valid)
                          ns <= ST_WENABLEP;
                          else 
                          ns <= ST_WENABLE;
              ST_WRITEP :  ns <= ST_WENABLE;
              ST_RENABLE :  if(valid == 1 && hwrite == 0)
                            ns <= ST_READ;
                            else if(valid == 1 && hwrite ==1)
                            ns <= ST_WWAIT;
                            else if(valid == 0)
                            ns <= ST_IDLE;                        
              ST_WENABLE :  if(valid == 1 && hwrite ==1)
                            ns <= ST_WWAIT;
                            else if(valid == 1 && hwrite ==0)
                            ns <= ST_READ;
                            else if(valid == 0)
                            ns <= ST_IDLE;                         
              ST_WENABLEP : if(valid == 1 && hwrite_reg ==1)
                            ns <= ST_WRITEP;
                            else if(valid == 0 && hwrite_reg ==1)
                            ns <= ST_WRITE;
                            else if(hwrite_reg == 0)
                            ns <= ST_READ;      
            endcase
          end
           always@(posedge hclk)
             begin
               case(ps)
                   ST_IDLE : begin
                                if(valid == 1 && hwrite == 0) 
                                    begin
                                       p_write_temp = hwrite;
                                       p_sel_temp = tempselx;
                                       p_enable_temp = 0;
                                       paddr_temp = haddr;
                                       hready_out_temp = 0;
                                    end 
                                else if(valid == 1 && hwrite == 1)
                                     begin
                                      p_sel_temp = 0;
                                      p_enable_temp = 0;
                                      hready_out_temp = 1; 
                                     end
                                else 
                                  begin
                                     p_sel_temp = 0;
                                     p_enable_temp = 0;
                                     hready_out_temp = 1; 
                                  end
                             end
                   ST_READ  : begin
                               p_enable_temp = 1;
                               hready_out_temp = 1; 
                              end
                   ST_WWAIT  : begin
                                 paddr_temp = haddr_1;
                                 p_write_temp = hwrite;
                                 p_sel_temp = tempselx;
                                 p_enable_temp = 0;
                                 pwdata_temp = hwdata;
                                 hready_out_temp = 0;
                               end
                   ST_WRITE : begin
                                 if(valid == 1 && hwrite == 1)
                                  begin
                                     p_sel_temp = 1;
                                     p_enable_temp = 0;
                                     hready_out_temp = 1;
                                  end
                                 else if(valid == 1 && hwrite == 0)
                                   begin
                                     p_write_temp = hwrite;
                                     p_sel_temp = tempselx;
                                     p_enable_temp = 0;
                                     paddr_temp = haddr;
                                     hready_out_temp = 0; 
                                   end
                                 else if(valid == 0)
                                   begin
                                     p_sel_temp = 0;
                                     p_enable_temp = 0;
                                     hready_out_temp = 1;
                                   end
                              end 
                   ST_WRITEP  : begin
                                  hready_out_temp = 1;
                                  p_enable_temp = 1;
                                end
                   ST_RENABLE : begin
                                  if(valid == 1 && hwrite ==1)
                                    begin 
                                     p_sel_temp = 0;
                                     p_enable_temp = 0;
                                     hready_out_temp = 1;
                                    end
                                 else if(valid == 1 && hwrite == 0)
                                    begin
                                     paddr_temp = haddr;
                                     p_write_temp = hwrite;
                                     p_sel_temp = tempselx;
                                     p_enable_temp = 0;
                                     hready_out_temp = 0; 
                                    end
                                  else if(valid == 0)
                                    begin
                                     p_sel_temp = 0;
                                     p_enable_temp = 0;
                                     hready_out_temp = 1;
                                    end
                                end
                  ST_WENABLE : begin
                                if(valid == 1 && hwrite ==1)
                                  begin
                                   p_sel_temp = 0;
                                   p_enable_temp = 0;
                                   hready_out_temp = 1; 
                                  end
                                else if(valid == 1 && hwrite == 0)
                                  begin
                                    paddr_temp = haddr;
                                    p_write_temp = hwrite;
                                    p_sel_temp = tempselx;
                                    p_enable_temp = 0;
                                    hready_out_temp = 0; 
                                  end
                                else if(valid == 0)
                                    begin
                                     p_sel_temp = 0;
                                     p_enable_temp = 0;
                                     hready_out_temp = 1;
                                    end
                               end
                   ST_WENABLEP : begin
                                  if(valid == 1 && hwrite_reg ==1)
                                    begin
                                      hready_out_temp = 0;
                                      p_enable_temp = 0;
                                      paddr_temp = haddr_2;
                                      pwdata_temp = hwdata; 
                                      p_write_temp = hwrite_reg;
                                      p_sel_temp = tempselx;
                                    end
                                  else if(valid == 0 && hwrite_reg ==1)
                                    begin
                                     hready_out_temp = 0;
                                     p_enable_temp = 0;
                                     paddr_temp = haddr;
                                     pwdata_temp = hwdata; 
                                     p_write_temp = hwrite;
                                     p_sel_temp = tempselx;
                                    end
                                  else if(hwrite_reg == 0) 
                                     begin
                                      hready_out_temp = 0;
                                      p_enable_temp = 0;
                                      paddr_temp = haddr; 
                                      p_write_temp = hwrite;
                                      p_sel_temp = tempselx;
                                     end
                                 end
               endcase
             end
          always@(posedge hclk)
           begin 
             if(!hresetn)
              begin
               p_write <= 0;
               p_enable <= 0;
               pwdata <= 0;
               paddr <= 0;
               p_selx <= 0;
               hready_out <= 1;
              end
             else
              begin
               p_write <= p_write_temp;
               p_enable <= p_enable_temp;
               pwdata <= p_sel_temp;
               paddr <= paddr_temp;
               p_selx <= p_sel_temp;
               hready_out <= hready_out_temp;
              end
           end
endmodule
module bridge_top(input hclk,hresetn,hwrite,hready_in,
                  input [31:0] hwdata,haddr,pr_data,
                  input [1:0] htrans,
                  output hready_out,p_write,p_enable,
                  output [31:0] hr_data,pwdata,paddr,
                  output [2:0] p_selx,
                  output [1:0] hresp);
         wire valid,hwrite_reg,hwritereg_1;
         wire [31:0] haddr_1,haddr_2,hwdata_1,hwdata_2;
         wire [2:0] tempselx;
      ahb_slave  AHB_Slaveinterface(hclk,hresetn,hwrite,hready_in,htrans,haddr,hwdata,
   pr_data,hwrite_reg,valid,haddr_1,haddr_2,hwdata_1,hwdata_2, hr_data,tempselx);
      apb_controller  APB_Controller(hclk,hresetn,hwrite,hwrite_reg,valid,haddr,hwdata,haddr_1,haddr_2,hwdata_1,hwdata_2,pr_data,hr_data,tempselx,p_selx,p_write,p_enable,hready_out,pwdata,paddr);
endmodule
File: /design/flow/run.sh
#!/bin/bash
# OpenROAD 26Q1-2900-gdf79404cd8, Yosys 0.63+post, stock flow scripts
make -C /OpenROAD-flow-scripts/flow DESIGN_CONFIG=/design/flow/config.mk WORK_HOME=/design/flow/orfs finish
==> GITHUB_STEP_SUMMARY <==
### Flow metrics

| Metric | Value |
|---|---|
| Count of flip-flops with a built-in enable after synthesis | `38` |
| Number of vias after detailed routing | `3,194` |
| Cells on worst reg2reg path | `4` |
| Num CTS Buffers | `17` |
| Max Cap Viol | `0` |
| Worst endpoint required time | `between 6 and 7 ns` |
| Average size of a mapped cell | `around 12 um^2` |
| Standby leakage power | `2.573 nW` |
| Reg-to-reg startpoint | `APB_Controller.ps[2]` |
| Maximum number of pins on one net before global-route repair | `between 100 and 150` |
| Commonest cells in the netlist | `135 x sky130_fd_sc_hd__and2_1, 110 x sky130_fd_sc_hd__dfxtp_1, 66 x sky130_fd_sc_hd__buf_4, 38 x sky130_fd_sc_hd__edfxtp_1, 29 x sky130_fd_sc_hd__a221o_1` |
| Unrepaired setup endpoints after global routing | `false` |
| Root buffer cell | `sky130_fd_sc_hd__clkbuf_16` |
| Mapped Area | `between 5000 and 6000 um^2` |
| Flip-flop cell with the highest count after synthesis | `sky130_fd_sc_hd__dfxtp_1` |
| Wire length after detailed routing | `slightly above 9000 um` |
| Wire length of the first global-routing pass | `between 10,000 and 15,000 um` |
| Result of the run | `finished clean` |
| Area reported by Yosys stat | `5519 um^2` |
| Worst reg2reg endpoint | `APB_Controller.paddr_temp[14]` |
| Cell count in the Yosys report | `469` |
| Least-Margin Pin Slew | `~0.84 ns` |
| First-pass iteration count of the detailed router | `4` |
| Deepest level of the CTS H-tree | `4` |
| Smallest hold slack | `0.4313 ns` |
| Post-synth area hogs | `sky130_fd_sc_hd__dfxtp_1 40%, sky130_fd_sc_hd__edfxtp_1 21%, sky130_fd_sc_hd__and2_1 15%, sky130_fd_sc_hd__buf_4 9.0%, sky130_fd_sc_hd__a221o_1 5.3%` |
| Chip area | `14,270 um^2` |
| Highest clock rate | `about 250 MHz` |
| Path type of the worst min-delay path | `flop to flop` |
| Worst-path cell with the longest stage delay | `sky130_fd_sc_hd__or4b_1` |
| Number of fill cells in the layout | `between 1,000 and 1,500` |
| Layout cell share with drive strength beyond 1 | `0.08588` |
| Post-synthesis instance total | `~470` |
| TritonCTS clock tree | `built` |
| All-layer global routing usage | `0.1351` |
| Proportion of register bits with asynchronous set or reset after synthesis | `0` |
| Number of antenna violations at the first check in global routing | `0` |
| Total of cells resized after clock tree synthesis | `0` |
| Final antenna-violating net count | `0` |
| XOR/XNOR Area Share | `0.001587` |
| Total number of yosys warnings | `4` |
| Total grt overflow | `0` |
| Arrival time worst endpoint | `4.11 ns` |
| Via count of the first global-routing pass | `just under 3,000` |
| Worst-case vdd ir drop | `about 0.15 mV` |
| Placeable core region | `13,350 um^2` |
| Multiplexer fraction of the synthesized cell area | `0.005441` |
| Final min period | `~4 ns` |
| Fraction of post-synthesis cell area in the top cell type by area | `0.3990` |
| Area of the multi-input gates | `approximately 1700 um^2` |
| Critical path class | `input port to flop` |
| Remaining design rule violation count | `0` |
| Delay contributed by the slowest stage of the critical path | `approximately 0.72 ns` |
| Register area | `~3300 um^2` |
| Final number of hold-violating endpoints | `0` |
| Post-Synth Simple-Gate Area | `0.2068` |
| Minimum setup slack among reg-to-reg paths | `approximately 3.8 ns` |
| # diodes | `0` |
| RD Place Congestion | `roughly 0.85` |
| Routed WL per cell | `about 13 um` |
| Compound-gate portion of the synthesized area | `0.06779` |
| Count of warning messages emitted by the tools | `60` |
| Max-slew violations | `0` |
| Post-synth seq share | `0.6058` |
| Clock tree buffer depth | `2` |
| Number of port buffers | `~77` |
| Power density over cell area | `around 350 nW/um^2` |
| Flops & latches, synth | `between 100 and 150` |
| CTS clock-pin slew for the worst setup and hold paths | `approximately 0.060 ns` |
| CTS Hold Buffers Added | `0` |
| Tcrit/Tclk final | `0.6564` |
| DP Wirelength | `roughly 5700 um` |
| Total Power | `0.002334 W` |
| # placed instances | `668` |
| Count of clock tree sinks | `between 100 and 150` |
| Effective utilization at floorplan | `0.4135` |
| Worst Setup SP | `haddr[30]` |
| Final setup skew | `between 0.004 and 0.005 ns` |
| CP startpoint kind | `input port` |
| Synth logic family | `simple AND/OR/NAND/NOR gates` |
| Number of DRC markers after the initial detailed-route iteration | `127` |
| Count of final setup violators | `0` |
| Worst max-slew margin expressed relative to the limit | `0.4369` |
| Ports | `about 210` |
| Postcts setup bufs | `0` |
| Clock insertion delay at the later pin of the skew report | `slightly above 0.4 ns` |
| Number of cells in the finished layout apart from fillers | `roughly 700` |
| Critical path endpoint | `APB_Controller.paddr_temp[14]` |
| Library cell with the highest instance count after synthesis | `sky130_fd_sc_hd__and2_1` |
| Synth unique cells | `approximately 40` |
| Sum of negative setup slack | `0 ns` |
| Endpoint class of the critical path | `flop` |
| Die extent in y | `about 120 um` |
| Syn-to-layout area delta | `21.67%` |
| Synthesized-area fraction occupied by adder cells | `0` |
| Top fanout value on the critical path | `22` |
| Detailed-route vias per instance | `approximately 4.6` |
| Hold Startpoint | `APB_Controller.ns[1]` |
| Width of the die | `about 120 um` |
| Number of rows created at floorplan | `42` |
| Library cell with the largest summed area after synthesis | `sky130_fd_sc_hd__dfxtp_1` |
| Worst path cell trace | `clkdlybuf4s50_1, or4b_1, nor3_4, or2b_1, a21oi_4, buf_4` |
## placed cells by master (no fill, tap or decap), types with 2 or more instances in the layout
cell type,n
sky130_fd_sc_hd__and2_1,135
sky130_fd_sc_hd__dfxtp_1,110
sky130_fd_sc_hd__clkdlybuf4s50_1,76
sky130_fd_sc_hd__edfxtp_1,38
sky130_fd_sc_hd__conb_1,33
sky130_fd_sc_hd__a221o_1,29
sky130_fd_sc_hd__clkbuf_16,17
sky130_fd_sc_hd__nand2_1,11
sky130_fd_sc_hd__nor4_1,8
sky130_fd_sc_hd__nand2b_1,5
sky130_fd_sc_hd__buf_4,5
sky130_fd_sc_hd__nor2_1,4
sky130_fd_sc_hd__nand3_1,4
sky130_fd_sc_hd__bufinv_16,4
sky130_fd_sc_hd__mux2i_1,3
sky130_fd_sc_hd__clkinv_4,3
sky130_fd_sc_hd__clkinv_2,3
sky130_fd_sc_hd__nand4_1,2
sky130_fd_sc_hd__nor3_4,2
sky130_fd_sc_hd__inv_1,2
sky130_fd_sc_hd__or3_1,2
sky130_fd_sc_hd__or2_2,2
sky130_fd_sc_hd__inv_6,2
sky130_fd_sc_hd__clkinvlp_4,2
## critical path: cells and delay by family
family                 cells  cell delay [ns]
AND/OR/NAND/NOR            3             1.43
buffers and inverters      2             0.78
AND-OR/OR-AND              1             0.68
## stage by stage
step	area, um^2	util	setup slack [ns]
final	6715	0.5031	2.096
after global placement	6085	0.4558	1.655
after CTS	6715	0.5031	2.079
after floorplan	5635	-	1.615
after global routing	6715	0.5031	1.956
after detailed placement	6085	0.4558	1.641
## how the worst min path moves through the flow
stage / endpoint / slack, ns / cells past startpoint
4_1_cts: APB_Controller.ps[1] / 0.43 / 1
5_1_grt: APB_Controller.paddr[14] / 0.45 / 1
6_report: APB_Controller.ps[1] / 0.43 / 1
## final cells by class
cell class | instances | share of cell area
sequential | 148 | 0.4979
tap | 176 | 0.03279
inverter | 2 | 0.001118
multi-input combinational | 260 | 0.2547
timing repair buffer | 82 | 0.1196
clock inverter | 15 | 0.03056
clock buffer | 17 | 0.06335
## power breakdown
part | switching (W) | leakage (nW) | internal [W]
Combinational | 0.0000639 | 1.01 | 0.0000884
Sequential | 0.0000194 | 1.26 | 0.00108
Clock | 0.000394 | 0.306 | 0.000689
Total | 0.000478 | 2.57 | 0.00186
## logic make-up (layout without fill, tap and decap cells)
| group | Yosys count | count (layout) |
|---|---|---|
| and+or+nand+nor | 183 | 183 |
| DFF | 148 | 148 |
| buffers and inverters | 92 | 116 |
| AOI/OAI and AO/OA | 40 | 40 |
| muxes | 3 | 3 |
| other | 2 | 33 |
| xor gates and xnor gates | 1 | 1 |
## routing by layer
| layer | wire length (um) | GRT usage |
|---|---|---|
| met4 | 116 | 0.02109 |
| met2 | 4350 | 0.2041 |
| met1 | 4305 | 0.2070 |
| met3 | 552 | 0.03669 |
| met5 | 0 | 0 |
Power and IR drop assume default switching activity.
